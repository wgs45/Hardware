[flow/run.sh]
#!/bin/bash
# OpenROAD 26Q1-2900-gdf79404cd8, Yosys 0.63+post, stock flow scripts
make -C /OpenROAD-flow-scripts/flow DESIGN_CONFIG=/design/flow/config.mk WORK_HOME=/design/flow/orfs finish
[flow/constraint.sdc]
current_design jk_counter

set clk_period 1.5
set clk_io_pct 0.2

create_clock -name clk0 -period $clk_period [get_ports {clk}]

set non_clock_inputs [all_inputs -no_clocks]
set_input_delay [expr $clk_period * $clk_io_pct] -clock clk0 $non_clock_inputs
set_output_delay [expr $clk_period * $clk_io_pct] -clock clk0 [all_outputs]
[flow/design.v]
module JKFF (
    input J,
    input K,
    input clk,
    output reg q
);
    always @(posedge clk) begin
        if (J == 1'b0 && K == 1'b0) begin
            q <= q;  
        end else if (J == 1'b0 && K == 1'b1) begin
            q <= 1'b0;  
        end else if (J == 1'b1 && K == 1'b0) begin
            q <= 1'b1;  
        end else if (J == 1'b1 && K == 1'b1) begin
            q <= ~q;  
        end
    end
endmodule
module jk_counter (
    output A,   
    output B,   
    output C,   
    input clk   
);
    JKFF JKFF_A (
        .J((~B) | C),    
        .K((~B) | (~C)),  
        .clk(clk),       
        .q(A)            
    );
    JKFF JKFF_B (
        .J(C),           
        .K(~A),          
        .clk(clk),       
        .q(B)            
    );
    JKFF JKFF_C (
        .J((~A) | B),    
        .K(A | B),       
        .clk(clk),       
        .q(C)            
    );
endmodule
[flow/config.mk]
export PLATFORM = sky130hd
export DESIGN_NAME = jk_counter
export DESIGN_NICKNAME = jk_counter
export VERILOG_FILES = /design/flow/design.v
export SDC_FILE = /design/flow/constraint.sdc
export NUM_CORES = 4
export LEC_CHECK = 1
export CORE_AREA = 10 10 70 70
export DIE_AREA = 0 0 80 80
==> ci_impl_report.md <==
### Yosys + OpenROAD results

| Metric | Value |
|---|---|
| Status | completed |
| Min cycle time layout | 1.42 ns |
| Number of enable flip-flop cells | 3 |
| Min-Delay Path Class | register to register |
| Max Clk Rate | about 710 MHz |
| Share of total power in the clock network | 0.315 |
| Share of the core filled with cells | 0.0740 |
| Post-CTS Hold Buffers | 0 |
| Post-Route WL | 277 um |
| Core Area | 3420 um2 |
| Post-CTS Setup Repair Bufs | 0 |
| Die width | 80 um |
| CTS H-tree depth | 1 |
| Comb pwr share | 0.280 |
| Number of DRC markers in iteration 0 | 7 |
| Area Growth Syn to Fin | 87.0% |
| WP depth | 1 |
| GRT met1 Usage | 0.00804 |
| Drt wl/cell | 4.26 um |
| Io pins | 4 |
| Final hold vios | 0 |
| Crit Reg-Reg Startpoint | JKFF_B.q$_SDFFCE_PP0P_ |
| Share of post-route cells with drive strength above 1 | 0.263 |
| Initial antenna violation count | 0 |
| Worst path slowest cell | clkdlybuf4s50_1 |
| Top cell area share | 0.667 |
| Met2 track demand over resource | 0.00883 |
| Cell Count, Final, Fillers Out | between 60 and 70 |
| PwrDens | about 1800 nW/um2 |
| Asr flop ratio synth | 0 |
| Fin Clk Skew | 0.00166 ns |
| FP Rows | 21 |
| Maximum Capacitance Violations | 0 |
| Top area cell types | edfxtp_1 67%, maj3_2 8.3%, a21oi_1 7.4%, and2b_2 6.5%, inv_1 5.6% |
| Antenna viol nets, final | 0 |
| Critical path arrival | 1.12 ns |
| Final Cell Area | 253 um2 |
| Reg-to-reg endpoint | JKFF_B.q$_SDFFCE_PP0P_ |
| CP Max Fanout | 5 |
| Worst vdd ir | 0.206 mV |
| Worst path max stage delay | 0.49 ns |
| Largest net degree at the start of global routing | 6 |
| Reg power frac | 0.405 |
| Vias in the first global route | approximately 110 |
| Yosys synthesis chip area | approximately 140 um2 |
| Most frequent cells after synthesis | 3 x edfxtp_1, 2 x a21oi_1, 2 x inv_1 |
| Setup crit end | B |
| Die height | 80 um |
| Final Max Slew Viols | 0 |
| CP Class | register to output port |
| Worst-Skew Late Latency | 0.23 ns |
| Vias per cell | between 1.5 and 2 |
| PostCTS Resize Cnt | 0 |
| Critical Path Start | JKFF_B.q$_SDFFCE_PP0P_ |
| Period utilization | 0.944 |
| Unrepaired setup endpoints after global routing | no |
| Drt drc | 0 |
| CTS tree | done |
| Layout fillers | slightly above 400 |
| Fp util | 0.0396 |
| Count leader, synth | edfxtp_1 |
| Worst Setup Start Kind | register |
| Commonest flop | edfxtp_1 |
| Synth Cell Area | ~140 um2 |
| Register-to-register setup slack | 0.50 ns |
| Place WS | 0.318 ns |
| Seq. cell area | 90.1 um2 |
| Sw frac | 0.248 |
| CTS root buffer | clkbuf_4 |
| Global Route Usage Sum | 0.0109 |
| Worst path bufs/invs | 1 |
| Clk sinks | 3 |
| Final WS setup | 0.0845 ns |
| Placed Instances | 61 |
| Layer with the highest usage | met3 |
| Synth Instances | 11 |
| # diodes | 0 |
| CTS buffer count | 3 |
| Endpoints failing setup | 0 |
| P_leak | between 0.00008 and 0.00009 uW |
| Die Area | 6400 um2 |
| Crit path cell chain | clkdlybuf4s50_1 |
| Syn Area/Cell | 12.3 um2 |
| Cells in synth_stat.txt | 11 |
| Internal power | 337 uW |
| Comb area | slightly above 40 um2 |
| NetSw | ~110 uW |
| Log Warnings | 25 |
| GRT overflow | 0 |
| Clk buf depth | 2 |
| Via count | 104 |
| R2R cell count | 2 |
| Synth Seq Share | 0.667 |
| CP Capture Type | output port |
| Yosys warning count | 1 |
| Dpl cell area | 226 um2 |
| Cell type with the largest total area | edfxtp_1 |
| Global routing usage on met3 | 0.0239 |
| Netlist cell types | 7 |
| Setup TNS | 0 ns |
| Worst EP required | between 1 and 1.5 ns |
| IO Port Bufs | 3 |
| Register bit total from synthesis | 3 |
| Gpl congestion | 0.606 |
| Pre-antenna DRT Iters | 3 |
| First-pass GRT wire length | approximately 460 um |
| Worst-path clk slew | 0.04 ns |
| Cell family contributing the most delay on the critical path | buffers and inverters |
## through the flow
| stage | hold WS (ns) | power, uW |
|---|---|---|
| floorplan | 0.572 | 231 |
| global placement | 0.601 | 303 |
| detailed placement | 0.626 | 313 |
| CTS | 0.633 | 460 |
| global route | 0.671 | 494 |
| finish | 0.628 | 448 |
## layout make-up
class,count,area share
clock buffers,4,0.104
inverters,2,0.0297
multi-input cells,7,0.163
flip-flops and latches,3,0.356
well taps,46,0.228
repair buffers,3,0.119
## routing by layer
layer | part of all wire | vias up
li1 | - | 51
met1 | 0.40 | 45
met2 | 0.27 | 6
met3 | 0.29 | 2
met4 | 0.029 | 0
met5 | 0 | -
## sequential cells by signal (all words and copies together) (netlist names)
signal    flops
JKFF_A.q      1
JKFF_B.q      1
JKFF_C.q      1
## worst min path at each step
stage                             startpoint                endpoint  slack (ns)  cells after the start
after CTS             JKFF_A.q$_SDFFCE_PP0P_  JKFF_B.q$_SDFFCE_PP0P_        0.63                      1
after global routing  JKFF_C.q$_SDFFCE_PP0P_  JKFF_C.q$_SDFFCE_PP0P_        0.67                      1
final                 JKFF_C.q$_SDFFCE_PP0P_  JKFF_C.q$_SDFFCE_PP0P_        0.63                      1
## worst register-to-register path: stages, from the launching register on
cell and delay [ns]:
edfxtp_1 0.40, inv_1 0.06, maj3_2 0.29
## cell usage in the layout, fill, tap and decap left out
| cell type | count |
|---|---|
| clkbuf_4 | 3 |
| edfxtp_1 | 3 |
| clkbuf_1 | 1 |
| clkdlybuf4s50_1 | 3 |
| conb_1 | 2 |
| maj3_2 | 1 |
| a21oi_1 | 2 |
| and2b_2 | 1 |
| inv_1 | 2 |
| nand2_1 | 1 |
## power groups by stage
stage,sequential [uW],combinational [uW],clock [uW]
4_1_cts,183,129,148
5_1_grt,193,142,159
6_report,182,125,141
## kinds of logic (layout without fill, tap and decap cells)
family | after synthesis | after routing | share of synthesized area
buffers and inverters | 2 | 9 | 0.0556
flip-flops | 3 | 3 | 0.667
adder cells (fa/ha/maj) | 1 | 1 | 0.0833
AND/OR/NAND/NOR | 2 | 2 | 0.0926
other | 1 | 2 | 0.0278
AND-OR/OR-AND | 2 | 2 | 0.0741
Power is estimated from default activity; no workload was simulated.
