==> /design/flow/design.v <==
module freq_division(input clk, output divided_clk);
    reg [5:0] cnt;
    initial begin
        cnt = 0;
    end
    always @ (posedge clk) begin
        if (cnt == 63)
            cnt = 0;
        else
            cnt = cnt + 1;
    end
    assign divided_clk = cnt[5];
endmodule
==> /design/flow/run.sh <==
#!/bin/bash
# OpenROAD 26Q1-2900-gdf79404cd8, Yosys 0.63+post, stock flow scripts
make -C /OpenROAD-flow-scripts/flow DESIGN_CONFIG=/design/flow/config.mk WORK_HOME=/design/flow/orfs finish
==> /design/flow/config.mk <==
export PLATFORM = sky130hd
export DESIGN_NAME = freq_division
export DESIGN_NICKNAME = freq_division
export VERILOG_FILES = /design/flow/design.v
export SDC_FILE = /design/flow/constraint.sdc
export NUM_CORES = 4
export LEC_CHECK = 1
export CORE_AREA = 10 10 70 70
export DIE_AREA = 0 0 80 80
==> /design/flow/constraint.sdc <==
current_design freq_division

set clk_period 1.9
set clk_io_pct 0.2

create_clock -name clk0 -period $clk_period [get_ports {clk}]

set non_clock_inputs [all_inputs -no_clocks]
set_input_delay [expr $clk_period * $clk_io_pct] -clock clk0 $non_clock_inputs
set_output_delay [expr $clk_period * $clk_io_pct] -clock clk0 [all_outputs]
==> run summary <==
run results: status=completed, gr ovfl total=0, Floorplan Utilization=0.0663, Combinational Power Share=0, Synth Cell Area=226 sq um, slew margin rel.=0.871, post-CTS sizing=0, crit path kind=reg -> out, Worst-Margin Slew=0.191 ns, WHS Path Cells=1, die area=6400 sq um, detailed-placement wirelength estimate=334 um, Synth cell types=13, part of the Yosys area used for sequential elements=0.530, Clock Path Buffers=2, Worst Skew=0.00346 ns, crit path capture type=output port, Worst-Skew Late Latency=0.25 ns, Worst setup SP type=flip-flop, area share, top type=0.530, Tool Warnings=25, num rows=21, Final Instance Count excl. Fillers=72, largest area contributor in the netlist=dfxtp_1, gr usage total=0.0165, reported max-cap violation count=0, global-route wire length before repair=731 um, switching power=44.2 uW, H-tree Lvls=1, met3 wire len=89 um, Die Wd=80 um, Vias=162, Root Driver=clkbuf_4, met2 wire length=130 um, crit share post-route=0.767, P&R area growth vs syn=39.8%, drt initial violations=8, layout cells sized above 1=0.231, fmax=686 MHz, drt pass-1 iters=2, Sw Share=0.183, post-DR vias/cell=roughly 2.3, met1 WL=196 um, Setup Buffers After CTS=0, clock sinks=6, final setup violation count=0, vias in the first global route=between 150 and 200, Worst EP arrival=1.08 ns, hold_buf cts=0, CTS tree=yes, ant diodes=0, max reg flops=6, Max Transition Viols Final=0, total CTS buffers=3, wire per inst=5.78 um, drt total wl=around 420 um, CP max stage cell=clkdlybuf4s50_1, Pint=slightly below 200 uW, Min-Delay Path Class=reg -> reg, largest net degree at the start of global routing=6, Syn Inst Count=22, routability cong.=just under 0.6, RSZ-0062 raised after global routing=no, Synth Warn #=1, placed instance count=69, Leak Pwr=0.000111 uW, Fin Setup TNS=0 ns, clock-pin transition on the worst setup and hold timing paths=around 0.040 ns, Buffers & Inverters on Critical Path=1, Final min period=1.46 ns, area reported by Yosys stat=about 230 sq um, CP cell instances=clkdlybuf4s50_1, Worst path max stage delay=between 0.4 and 0.5 ns, # IOs=2, Top Family by Delay on Critical Path=buffers and inverters, post-route ant nets=0, CP Max Fanout=4, Hold Vio Cnt, Final=0, ys cells=22, R2R setup slack=0.78 ns, FF+latch count, synth=6, Crit path depth=1, Mapped Avg Cell Area=10.3 sq um, Top cells by area=dfxtp_1 53%, xor2_1 7.7%, ha_1 5.5%, nor2_2 5.5%, nand3_1 4.4%, Flop pwr share=0.523, Buffers on Ports=1, Die Y=80 um, Worst Path Required=1.52 ns, initial antenna violation count=0, Clk pwr share=0.477, R2R depth=4, DRC=0, WHS=approximately 0.49 ns, core area=3420 sq um, max layer used=met3, Pwr Density=~760 nW/um^2, VDD IR-drop max=0.183 mV
-- worst paths after layout --
path	startpoint	endpoint
max reg2reg	cnt[0]$_SDFF_PN0_	cnt[1]$_SDFF_PN0_
min reg2reg	cnt[4]$_SDFF_PN0_	cnt[4]$_SDFF_PN0_
min	cnt[4]$_SDFF_PN0_	cnt[4]$_SDFF_PN0_
max	cnt[5]$_SDFF_PN0_	divided_clk
-- metrics by stage --
| stage | cell area (sq um) | util | setup WS (ns) | total power (uW) |
|---|---|---|---|---|
| 2_1_floorplan | 226 | - | 0.904 | 129 |
| 3_3_place_gp | 294 | 0.0861 | 0.705 | 129 |
| 3_5_place_dp | 294 | 0.0861 | 0.703 | 129 |
| 4_1_cts | 317 | 0.0927 | 0.431 | 246 |
| 5_1_grt | 317 | 0.0927 | 0.394 | 254 |
| 6_report | 317 | 0.0927 | 0.443 | 242 |
-- final cells by class --
| type | instances | area [sq um] |
|---|---|---|
| Clock buffer | 3 | 22.5 |
| Fill cell | 399 | 3100 |
| Multi-Input combinational cell | 16 | 106 |
| Sequential cell | 6 | 120 |
| Tap cell | 46 | 57.6 |
| Timing Repair Buffer | 1 | 10.0 |
-- cells in the mapped netlist, drive strengths merged --
cell type  n
dfxtp      6
nand3      3
nor2       3
nand2      2
xor2       2
a21oi      1
ha         1
nor2b      1
o21ai      1
o31ai      1
xnor2      1
-- placed cells by master (no fill, tap or decap) --
cell             Yosys  final
o31ai_1              1      1
clkdlybuf4s50_1      0      1
clkbuf_4             0      3
nor2b_1              1      1
nand3_2              1      1
xor2_1               2      2
xnor2_1              1      1
a21oi_1              1      1
nor2_1               1      1
dfxtp_1              6      6
ha_1                 1      1
nand2_1              2      2
nand3_1              2      2
nor2_2               2      2
o21ai_1              1      1
-- kinds of logic (layout without fill, tap and decap cells) --
logic type / count (synthesis) / after routing / share of synthesized area
AND-OR/OR-AND: 3 / 3 / 0.0773
XOR/XNOR: 3 / 3 / 0.116
adder cells (fa/ha/maj): 1 / 1 / 0.0552
buffers and inverters: 0 / 4 / 0
flip-flops: 6 / 6 / 0.530
AND/OR/NAND/NOR: 9 / 9 / 0.221
-- routing by layer --
| layer | vias up | GRT usage |
|---|---|---|
| met5 | - | 0 |
| met4 | 0 | 0.00352 |
| met3 | 0 | 0.0250 |
| met2 | 6 | 0.0193 |
| met1 | 73 | 0.0154 |
| li1 | 83 | - |
-- power groups by stage --
stage                 combinational (uW)  clock, uW  sequential (uW)
final                          0.0000493        115              126
after global routing           0.0000493        128              126
after CTS                      0.0000493        120              126
Power is estimated from default activity; no workload was simulated.
